==> /design/flow/run.sh <==
#!/bin/bash
# OpenROAD 26Q1-2900-gdf79404cd8, Yosys 0.63+post, stock flow scripts
make -C /OpenROAD-flow-scripts/flow DESIGN_CONFIG=/design/flow/config.mk WORK_HOME=/design/flow/orfs finish
==> /design/flow/config.mk <==
export PLATFORM = sky130hd
export DESIGN_NAME = Wsr
export DESIGN_NICKNAME = Wsr
export VERILOG_FILES = /design/flow/design.v
export SDC_FILE = /design/flow/constraint.sdc
export NUM_CORES = 4
export LEC_CHECK = 1
export CORE_UTILIZATION = 30
==> /design/flow/constraint.sdc <==
current_design Wsr

set clk_period 1.0
set clk_io_pct 0.2

create_clock -name clk0 -period $clk_period [get_ports {clk}]

set non_clock_inputs [all_inputs -no_clocks]
set_input_delay [expr $clk_period * $clk_io_pct] -clock clk0 $non_clock_inputs
set_output_delay [expr $clk_period * $clk_io_pct] -clock clk0 [all_outputs]
==> /design/flow/design.v <==
module Wsr ( W_stat , W_icode , W_valE , W_valM ,W_dstE , W_dstM ,  
             clk , W_stall , 
            m_stat , M_icode , M_valE , m_valM , M_dstE , M_dstM ) ; 
output W_stat ;
output [3:0] W_icode;
output signed [63:0] W_valE ;
output signed [63:0] W_valM ;
output [3:0] W_dstE ;
output [3:0] W_dstM ;
input clk ;
input W_stall ;
input m_stat ;
input [3:0] M_icode ;
input signed [63:0] M_valE ;
input signed [63:0] m_valM ;
input [3:0] M_dstE ;
input [3:0] M_dstM ;
always @ ( posedge (clk) ) begin
    if ( W_stall  != 1'b1 ) begin 
        W_stat  = m_stat ; 
        W_icode = M_icode ; 
        W_valE  = M_valE ; 
        W_valM  = m_valM ; 
        W_dstE  = M_dstE ; 
        W_dstM  = M_dstM ; 
    end 
end 
endmodule 
module Wcontrol ( W_stall , W_stat ) ; 
output W_stall ;
input W_stat ; 
assign W_stall =  (W_stat != 2'b00 ) ? 1'b1 : 1'b0 ; 
endmodule 
==> flow_summary_export.csv <==
group,metric,value,unit
global_routing,grt_use_total,14.4,%
global_routing,grt_pass1_wl,14400,µm
placement,portBuffers,283,
sta,rsz0062_at_grt,"true",
clock_network,holdBufCountCts,0,
detailed_routing,antennaDiodeCount,0,
clock_network,clockBufferDepth,2,
detailed_routing,routed_wirelength,10200,µm
clock_network,cts_setup_buffers,0,
layout,fin_area,7400,µm²
critical_path,crit_buf_inv,1,
yosys,synthArstFlopShare,0,%
yosys,synth.most_common_cell,"edfxtp_1",
clock_network,cts_buffers,17,
detailed_routing,wl_per_cell,15.6,µm
power_and_ir_drop,finalPower,15.0,mW
outcome,status,"finished, violations left",
layout,drive_above_1_share,39.4,%
sta,relSlewSlack,87.8,%
clock_network,cts_max_level,4,
critical_path,critPathRequiredTime,0.80,ns
clock_network,cts_tree,"yes",
yosys,synth_cell_types,2,
clock_network,path_clk_slew,0.06,ns
yosys,ys_cells,142,
yosys,area_leaders,"edfxtp_1 100%, inv_1 0.089%",
global_routing,grt_pass1_vias,2649,
power_and_ir_drop,total_leakage_power,2.89,nW
die,io_pins,284,
placement,dpl_cell_area,7460,µm²
layout,instances_no_fill,649,
detailed_routing,dr.first_iter.drc_count,128,
sta,finalClockPeriodUsage,113,%
placement,dp_cells,617,
yosys,syn_area,4240,µm²
yosys,synthAoiAreaFrac,0,%
yosys,top_area_share,99.9,%
yosys,largest_area_cell,"edfxtp_1",
critical_path,critPathSlowestCell,"edfxtp_1",
clock_network,clock_sinks,141,
detailed_routing,ant_nets,0,
detailed_routing,post-route-drc-count,0,
yosys,syn_inst,142,
min_path,hold_start,"M_valE[46]",
critical_path,cp_max_fo,1,
power_and_ir_drop,powerDensity,2020,nW/µm²
sta,finalHoldViolCount,0,
layout,num-multi-input-gates,0,
yosys,ff_type,"edfxtp_1",
yosys,synthTopLogicFamily,"buffers and inverters",
critical_path,cp_cell_sequence,"buf_2",
critical_path,critPathKind,"reg2out",
yosys,synth-edff-count,141,
layout,nFillCells,1152,
die,fp.dieH,121,µm
min_path,hold_path.class,"in2reg",
detailed_routing,first_pass_iters,4,
yosys,synth.cellmix.simpleShare,0,%
yosys,postSynthAreaPerCell,29.8,µm²
yosys,ys_ff,141,
layout,combGateArea,0,µm²
critical_path,critPathTopFamily,"flip-flops",
yosys,common_cells,"141 x edfxtp_1, 1 x inv_1",
detailed_routing,num_vias,2587,
die,die_area,14600,µm²
sta,tightestPinTransition,0.182,ns
power_and_ir_drop,ir_drop,1150,µV
sta,period_needed,1.13,ns
yosys,ys.warnings.count,7,
detailed_routing,wl_met3,1330,µm
detailed_routing,vias_per_cell,3.99,
critical_path,crit_arrival,0.93,ns
sta,setup-violations-final,141,
yosys,ys_seq_share,99.9,%
yosys,synthAdderAreaFrac,0,%
sta,fin_ws,-0.129,ns
global_routing,overflow,0,
clock_network,clockRootBuffer,"clkbuf_16",
critical_path,critPathCaptureType,"output port",
min_path,min_to,"W_valE[46]",
sta,finalMaxSlewViolations,0,
layout,syn2layout_area_growth,74.7,%
die,coreArea,13800,µm²
placement,hpwl,7750,µm
detailed_routing,highest_layer,"met4",
critical_path,critPathLaunchType,"register",
die,floorplanUtilization,30.6,%
run,warnings,28,
die,die_w,121,µm
sta,max_freq,886,MHz
min_path,whs_path_depth,1,
detailed_routing,m1WireLength,3420,µm
yosys,ys_chip_area,4240,µm²
die,num_rows,43,
outcome,violations,"negative setup slack",
yosys,ys_sh_mux,0,%
placement,globalplace.congestion,0.778,
global_routing,grt_max_degree,33,
detailed_routing,wl_met2,5170,µm
global_routing,antenna_found_initial,0,
yosys,synthXorXnorAreaFrac,0,%
critical_path,cp_slowest_stage_delay,0.39,ns
layout,regArea,4230,µm²
run,maxCapViolations,0,
[how the worst max path moves through the flow]
stage / startpoint / endpoint / slack (ns) / depth (start not counted)
6_report: W_valM[4] / W_valM[4] / -0.13 / 1
5_1_grt: W_valM[4] / W_valM[4] / -0.18 / 1
4_1_cts: W_valM[4] / W_valM[4] / -0.16 / 1
[where the power goes]
part | total (mW) | switching [mW] | internal [mW]
clock network | 6.75 | 2.33 | 4.42
registers | 7.13 | 0.104 | 7.02
logic | 1.09 | 0.278 | 0.811
total | 15.0 | 2.71 | 12.3
[registers in the layout (all words and copies together) (netlist names)]
name,cells
W_valE,64
W_valM,64
W_dstE,4
W_stat,1
W_icode,4
W_dstM,4
[cell families (layout without fill, tap and decap cells)]
kind of cell,count (synthesis),count (layout)
flip-flops,141,141
buffers and inverters,1,328
[area by class of cell]
type,instances,share of cell area [%]
inverters,1,0.101
repair buffers,295,31.0
clock inverters,15,2.96
clock buffers,17,5.75
flip-flops and latches,141,57.2
well taps,180,3.04
[through the flow]
stage,hold slack (ns),util [%],worst slack (ns),setup TNS (ns)
3_5_place_dp,0.758,54.0,-0.455,-60.85
6_report,0.338,53.5,-0.129,-11.91
5_1_grt,0.317,53.5,-0.176,-18.82
4_1_cts,0.320,53.5,-0.159,-15.69
3_3_place_gp,0.755,54.0,-0.449,-60.10
2_1_floorplan,0.299,-,-1.63,-229.15
[per-layer routing]
| metal | up-vias | GRT usage [%] |
|---|---|---|
| met4 | 0 | 3.09 |
| met2 | 158 | 22.5 |
| met1 | 1202 | 19.1 |
| li1 | 1213 | - |
| met5 | - | 0 |
| met3 | 14 | 7.44 |
[repair_timing]
action,CTS,global route
hold endpoints to repair,0,0
gates resized,447,0
setup endpoints to repair,173,141
[cell usage in the layout (no fill, tap or decap), types with 2 or more instances in the layout]
| master | count |
|---|---|
| edfxtp_1 | 141 |
| clkdlybuf4s50_1 | 141 |
| buf_2 | 141 |
| clkbuf_16 | 17 |
| buf_12 | 6 |
| buf_4 | 6 |
| bufinv_16 | 5 |
| clkinv_2 | 4 |
| clkinvlp_4 | 2 |
| clkinv_4 | 2 |
Power and IR drop assume default switching activity.
