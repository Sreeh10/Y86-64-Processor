### design.v
module Esr ( E_stat , E_icode , E_ifun , E_valC , E_valA , E_valB , E_dstE , E_dstM , E_srcA , E_srcB , 
             D_stat , D_icode , D_ifun , D_valC , d_valA , d_valB , d_dstE , d_dstM , d_srcA , D_srcB , 
             clk, E_bubble  
            ) ; 
output E_stat  ; 
output [3:0] E_icode ;  
output [3:0] E_ifun  ; 
output signed  [63:0] E_valC  ; 
output signed  [63:0] E_valA  ; 
output signed  [63:0] E_valB  ; 
output [3:0] E_dstE  ; 
output [3:0] E_dstM  ; 
output [3:0] E_srcA  ; 
output [3:0] E_srcB  ; 
input clk ;
input E_bubble ;
input D_stat  ;
input [3:0] D_icode ;
input [3:0] D_ifun  ;
input signed  [63:0] D_valC  ;
input signed  [63:0] d_valA  ;
input signed  [63:0] d_valB  ;
input [3:0] d_dstE  ;
input [3:0] d_dstM  ;
input [3:0] d_srcA  ;
input [3:0] D_srcB  ;
always @(posedge (clk) ) begin 
    if ( E_bubble != 1'b1 ) begin 
        E_stat = D_stat  ; 
        E_icod = D_icode ; 
        E_ifun = D_ifun  ; 
        E_valC = D_valC  ; 
        E_valA = d_valA  ; 
        E_valB = d_valB  ; 
        E_dstE = d_dstE  ; 
        E_dstM = d_dstM  ; 
        E_srcA = d_srcA  ; 
        E_srcB = D_srcB  ; 
    end
    else begin 
        E_icode = 4'h1 ;  
    end 
end 
endmodule 
module Econtrol ( E_bubble , e_cnd , E_icode , E_dstM ,  d_srcA ,d_srcB  ) ;
output E_bubble ;
input e_cnd ;
input [3:0] E_icode ;
input [3:0] E_dstM ; 
input [3:0] d_srcA ; 
input [3:0] d_srcB ; 
assign E_bubble =  ( E_icode == 4'h7 && e_cnd != 1'b1 ) ? 1'b1 :
                   ( (E_icode == 4'h5 || E_icode == 4'hb) && ( E_dstM == d_srcA || E_src == d_srcB) ) ? 1'b1 :
                   1'b0 ; 
endmodule 
### run.sh
#!/bin/bash
# OpenROAD 26Q1-2900-gdf79404cd8, Yosys 0.63+post, stock flow scripts
make -C /OpenROAD-flow-scripts/flow DESIGN_CONFIG=/design/flow/config.mk WORK_HOME=/design/flow/orfs finish
### config.mk
export PLATFORM = sky130hd
export DESIGN_NAME = Esr
export DESIGN_NICKNAME = Esr
export VERILOG_FILES = /design/flow/design.v
export SDC_FILE = /design/flow/constraint.sdc
export NUM_CORES = 4
export LEC_CHECK = 1
export CORE_AREA = 10 10 243 243
export DIE_AREA = 0 0 253 253
### constraint.sdc
current_design Esr

set clk_period 1.0
set clk_io_pct 0.2

create_clock -name clk0 -period $clk_period [get_ports {clk}]

set non_clock_inputs [all_inputs -no_clocks]
set_input_delay [expr $clk_period * $clk_io_pct] -clock clk0 $non_clock_inputs
set_output_delay [expr $clk_period * $clk_io_pct] -clock clk0 [all_outputs]
==> qor.yml <==
status: "finished with violations"
violations: "negative setup slack"
layout_min_cycle_time_ps: 1302
ys_ff: 213
synth_warnings: 13
wl_per_cell_um: 17.07
powerDensity_nw_per_um2: 1908
postCtsSetupBuffers: 0
fp_util_pct: 11.96
gp_congestion: 0.8044
area_delta_synth_final_pct: 80.06
ys_seq_share_pct: 99.36
grt_pass1_vias: 4525
port_buffers: 427
antenna_found_initial: 13
start_kind: "flop"
slew_violations: 0
grt-ovfl-total: 0
placed_cell_area_um2: 11770
antenna_left: 0
cts_buffers: 25
clock_path_buffers: 3
ys_cells: 220
dp_hpwl_um: 19730
ys_types: 4
wl_um: 24050
htreeDepth: 1
ir_drop_mv: 1.577
critPathArrivalTime_ps: 1100
postLayoutSetupSlackWorst_ps: -301.8
slowest_stage: "edfxtp_1"
grt_start_max_net_pins: 22
vias: 4095
chip_area_um2: 64010
instances_no_fill: 1409
syn_avg_cell_area_um2: 29.26
grt_util_met1_pct: 7.224
drv_cap: 0
total_power_mw: 22.11
worstSetupPathType: "reg2out"
tns_ps: -46660
path_cells: "buf_6"
hp-class: "in2reg"
crit_buf_inv: 1
track_usage_pct: 7.253
drc: 0
grt-busiest-layer: "met2"
lay_top_count: "clkdlybuf4s50_1"
clk_pin_slew_ps: 60
yosysChipArea_um2: 6437
drt_first_pass_iters: 4
numPlacedInstances: 1361
cts_root_buffer: "clkbuf_16"
die_y_um: 253
seq_area_um2: 6396
path_max_fanout: 1
synth_cells: 220
max_freq_mhz: 768.2
cts.sinks: 213
required_ps: 800
dr.first_iter.drc_count: 118
grt_util_met2_pct: 11.13
final_cell_area_um2: 11590
io_pins: 436
cts_tree: "done"
nFillCells: 5681
met3_usage_pct: 6.371
die_x_um: 253
final_cell_mix: "clkdlybuf4s50_1 (214), edfxtp_1 (213), buf_2 (212)"
drive_gt1_share_pct: 38.40
core_area_um2: 53810
setup_viol: 213
grt_pass1_wl_um: 32790
critPathCaptureType: "primary output"
period_used_pct: 130.2
finalHoldViolCount: 0
postLayoutCoreUtil_pct: 21.54
avgViaCountPerCell: 2.906
logic_area_um2: 15.01
rsz0062_at_grt: "true"
log.warning_count: 32
p_leak_nw: 4.309
holdBufCountCts: 0
rows: 85
cp_top_family: "flip-flops"
synth_area_um2: 6437
slowest_delay_ps: 420
hold-worst-slack_ps: 211.1
pre_cts_slack_ps: -531.2
## cell usage after synthesis
library cell	instances	area share, %
conb_1	2	0.12
edfxtp_1	213	99
inv_1	1	0.058
buf_4	4	0.47
## worst paths after layout
check	from	endpoint	slack, ps	cells past startpoint
min	d_dstM[0]	E_dstM[0]	210	1
max	E_srcB[0]	E_srcB[0]	-300	1
## metal layers
| layer | vias to the layer above | part of all wire (%) |
|---|---|---|
| met5 | - | 0.49 |
| met4 | 18 | 2.8 |
| met3 | 49 | 20 |
| met2 | 296 | 45 |
| met1 | 1892 | 32 |
| li1 | 1840 | - |
## area by class of cell
class	instances	share of cell area, %
diodes	2	0.04318
flip-flops and latches	213	55.18
clock inverters	18	2.008
multi-input cells	4	0.1295
inverters	1	0.06477
well taps	696	7.513
repair buffers	447	29.57
clock buffers	28	5.494
## registers in the layout (all words and copies together), names as in the netlist
register and count:
E_srcA 4, E_valA 64, E_valC 64, E_ifun 4
E_stat 1, E_srcB 4, E_dstM 4, E_dstE 4
E_valB 64
## power breakdown
group          total, mW  internal, mW  switching [mW]
combinational       1.76          1.22           0.535
sequential          10.8          10.6           0.165
clock               9.58          5.90            3.68
## repair_timing
item                                    in CTS  in global routing
resized                                    716                  0
pin swaps                                    0                  0
endpoints found under the setup margin     213                213
## cells by family (layout without fill, tap and decap cells)
family,count (synthesis),in the layout,synth area share (%)
flops,213,213,99.36
other cells,2,6,0.1167
buf+inv,5,494,0.5247
Power is estimated from default activity; no workload was simulated.
